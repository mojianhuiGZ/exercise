File: flow/design.v
`timescale 1ns / 1ps
module BitwiseG(
	input Ai,
	input Bi,
	output Gi
    );
and #0.1 (Gi,Ai,Bi);
endmodule
module BitwiseP(
		input Ai,
		input Bi,
		output Pi
    );
xor #0.1 (Pi,Ai,Bi);
endmodule
module BlackCell(
	input Gik,
	input Pik,
	input Gk_1j,
	input Pk_1j,
	output Gij,
	output Pij
    );
wire net1;
and #0.1 (net1,Pik,Gk_1j);
or #0.1 (Gij,Gik,net1);		 
and #0.1 (Pij,Pik,Pk_1j);		 
endmodule
module GrayCell(
	input Gik,
	input Pik,
	input Gk_1j,
	output Gij
    );
wire net1;
and #0.1 (net1,Pik,Gk_1j);
or #0.1 (Gij,Gik,net1);		 
endmodule
module BUFFER(
	input Pi,
	input Gi,
	output Po,
	output Go
    );
assign #0.1 Po = Pi;
assign #0.1 Go = Gi;
endmodule
module HalfAdder(
    input A,B,
    output S,Cout
    );
assign #0.1 S = A^B;
assign #0.1 Cout = A&B; 
endmodule
module FullAdder(
    input A,B,
    input Cin,
    output S,
    output Cout
    );
assign #0.4 S=A^B^Cin;
assign #0.2 Cout=(A&B)|(B&Cin)|(A&Cin);
endmodule
module MUX2x1(
    input din_0,
	 input din_1,
    input sel,
    output mux_out      
  );
  assign #0.1 mux_out = (sel) ? din_1 : din_0;
endmodule
module RCA32Bit(
		input [31:0] A,
		input [31:0] B,
		input Cin,
		output [31:0] S,
		output Cout
    );
wire [32:0] carry_prop;
assign carry_prop[0] = Cin;
FullAdder FullAdder0 (A[0],B[0],carry_prop[0],S[0],carry_prop[1]);
FullAdder FullAdder1 (A[1],B[1],carry_prop[1],S[1],carry_prop[2]);
FullAdder FullAdder2 (A[2],B[2],carry_prop[2],S[2],carry_prop[3]);
FullAdder FullAdder3 (A[3],B[3],carry_prop[3],S[3],carry_prop[4]);
FullAdder FullAdder4 (A[4],B[4],carry_prop[4],S[4],carry_prop[5]);
FullAdder FullAdder5 (A[5],B[5],carry_prop[5],S[5],carry_prop[6]);
FullAdder FullAdder6 (A[6],B[6],carry_prop[6],S[6],carry_prop[7]);
FullAdder FullAdder7 (A[7],B[7],carry_prop[7],S[7],carry_prop[8]);
FullAdder FullAdder8 (A[8],B[8],carry_prop[8],S[8],carry_prop[9]);
FullAdder FullAdder9 (A[9],B[9],carry_prop[9],S[9],carry_prop[10]);
FullAdder FullAdder10 (A[10],B[10],carry_prop[10],S[10],carry_prop[11]);
FullAdder FullAdder11 (A[11],B[11],carry_prop[11],S[11],carry_prop[12]);
FullAdder FullAdder12 (A[12],B[12],carry_prop[12],S[12],carry_prop[13]);
FullAdder FullAdder13 (A[13],B[13],carry_prop[13],S[13],carry_prop[14]);
FullAdder FullAdder14 (A[14],B[14],carry_prop[14],S[14],carry_prop[15]);
FullAdder FullAdder15 (A[15],B[15],carry_prop[15],S[15],carry_prop[16]);
FullAdder FullAdder16 (A[16],B[16],carry_prop[16],S[16],carry_prop[17]);
FullAdder FullAdder17 (A[17],B[17],carry_prop[17],S[17],carry_prop[18]);
FullAdder FullAdder18 (A[18],B[18],carry_prop[18],S[18],carry_prop[19]);
FullAdder FullAdder19 (A[19],B[19],carry_prop[19],S[19],carry_prop[20]);
FullAdder FullAdder20 (A[20],B[20],carry_prop[20],S[20],carry_prop[21]);
FullAdder FullAdder21 (A[21],B[21],carry_prop[21],S[21],carry_prop[22]);
FullAdder FullAdder22 (A[22],B[22],carry_prop[22],S[22],carry_prop[23]);
FullAdder FullAdder23 (A[23],B[23],carry_prop[23],S[23],carry_prop[24]);
FullAdder FullAdder24 (A[24],B[24],carry_prop[24],S[24],carry_prop[25]);
FullAdder FullAdder25 (A[25],B[25],carry_prop[25],S[25],carry_prop[26]);
FullAdder FullAdder26 (A[26],B[26],carry_prop[26],S[26],carry_prop[27]);
FullAdder FullAdder27 (A[27],B[27],carry_prop[27],S[27],carry_prop[28]);
FullAdder FullAdder28 (A[28],B[28],carry_prop[28],S[28],carry_prop[29]);
FullAdder FullAdder29 (A[29],B[29],carry_prop[29],S[29],carry_prop[30]);
FullAdder FullAdder30 (A[30],B[30],carry_prop[30],S[30],carry_prop[31]);
FullAdder FullAdder31 (A[31],B[31],carry_prop[31],S[31],carry_prop[32]);
assign Cout = carry_prop[32];
endmodule
module KoggeStone32Bit(
		input [31:0] A,
		input [31:0] B,
		input Cin,
		output [31:0] S,
		output Cout
    );
wire [31:0] level1G;
wire [31:0] level1P;
wire [31:0] level2G;
wire [31:0] level2P;
wire [31:0] level3G;
wire [31:0] level3P;
wire [31:0] level4G;
wire [31:0] level4P;
wire [31:0] level5G;
wire [31:0] level5P;
wire [31:0] level6G;
wire [31:0] level6P;
genvar i;
assign level1G[0] = Cin;	 
assign level1P[0] = 0;		 
generate
	for(i=1;i<32;i=i+1) begin
		BitwiseG G(A[i], B[i], level1G[i]);
		BitwiseP P(A[i], B[i], level1P[i]);
	end
endgenerate
BUFFER Buff20(level1P[0],level1G[0],level2P[0],level2G[0]);
GrayCell GrayCell20(level1G[1],level1P[1],level1G[0],level2G[1]);
generate
	for(i=2;i<32;i=i+1) begin
		BlackCell BC20(level1G[i],level1P[i],level1G[i-1],level1P[i-1],level2G[i],level2P[i]);
	end
endgenerate
assign level3P[0] = level2P[0];
assign level3G[0] = level2G[0];
BUFFER Buff30(level2P[1],level2G[1],level3P[1],level3G[1]);
GrayCell GrayCell30(level2G[2],level2P[2],level2G[0],level3G[2]);
GrayCell GrayCell31(level2G[3],level2P[3],level2G[1],level3G[3]);
generate
	for(i=4;i<32;i=i+1) begin
		BlackCell BC30(level2G[i],level2P[i],level2G[i-2],level2P[i-2],level3G[i],level3P[i]);
	end
endgenerate
assign level4P[0] = level3P[0];
assign level4G[0] = level3G[0];
assign level4P[1] = level3P[1];
assign level4G[1] = level3G[1];
BUFFER Buff40(level3P[2],level3G[2],level4P[2],level4G[2]);
BUFFER Buff41(level3P[3],level3G[3],level4P[3],level4G[3]);
GrayCell GrayCell40(level3G[4],level3P[4],level3G[0],level4G[4]);
GrayCell GrayCell41(level3G[5],level3P[5],level3G[1],level4G[5]);
GrayCell GrayCell42(level3G[6],level3P[6],level3G[2],level4G[6]);
GrayCell GrayCell43(level3G[7],level3P[7],level3G[3],level4G[7]);
generate
	for(i=8;i<32;i=i+1) begin
		BlackCell BC40(level3G[i],level3P[i],level3G[i-4],level3P[i-4],level4G[i],level4P[i]);
	end
endgenerate
generate
	for(i=0;i<4;i=i+1) begin
		assign level5P[i] = level4P[i];
		assign level5G[i] = level4G[i];
	end
endgenerate
generate
	for(i=4;i<8;i=i+1) begin
		BUFFER Buff50(level4P[i],level4G[i],level5P[i],level5G[i]);
	end
endgenerate
generate
	for(i=8;i<16;i=i+1) begin
		GrayCell GrayCell50(level4G[i],level4P[i],level4G[i-8],level5G[i]);
	end
endgenerate
generate
	for(i=16;i<32;i=i+1) begin
		BlackCell BC50(level4G[i],level4P[i],level4G[i-8],level4P[i-8],level5G[i],level5P[i]);
	end
endgenerate
generate
	for(i=0;i<8;i=i+1) begin
		assign level6P[i] = level5P[i];
		assign level6G[i] = level5G[i];
	end
endgenerate
generate
	for(i=8;i<16;i=i+1) begin
		BUFFER Buff60(level5P[i],level5G[i],level6P[i],level6G[i]);
	end
endgenerate
generate
	for(i=16;i<32;i=i+1) begin
		GrayCell GrayCell60(level5G[i],level5P[i],level6G[i-16],level6G[i]);
	end
endgenerate
generate
	xor #0.1 XPS1(S[0],level1P[1],level1G[0]);
	for(i=1;i<32;i=i+1) begin
		SumGen SG(level1P[i],level6G[i-1],S[i]);
	end
endgenerate
assign Cout=level6G[31];
endmodule
File: flow/run.sh
#!/bin/bash
# OpenROAD 26Q1-2900-gdf79404cd8, Yosys 0.63+post, stock flow scripts
make -C /OpenROAD-flow-scripts/flow DESIGN_CONFIG=/design/flow/config.mk WORK_HOME=/design/flow/orfs finish
File: flow/config.mk
export PLATFORM = sky130hd
export DESIGN_NAME = RCA32Bit
export DESIGN_NICKNAME = RCA32Bit
export VERILOG_FILES = /design/flow/design.v
export SDC_FILE = /design/flow/constraint.sdc
export NUM_CORES = 4
export LEC_CHECK = 1
export CORE_AREA = 10 10 91 91
export DIE_AREA = 0 0 101 101
File: flow/constraint.sdc
current_design RCA32Bit

set clk_period 11.1
set clk_io_pct 0.2

create_clock -name clk0 -period $clk_period

set non_clock_inputs [all_inputs -no_clocks]
set_input_delay [expr $clk_period * $clk_io_pct] -clock clk0 $non_clock_inputs
set_output_delay [expr $clk_period * $clk_io_pct] -clock clk0 [all_outputs]
==> Flow_metrics.wiki <==
=== Physical design figures ===
{| class="wikitable"
! Metric !! Value
|-
| Final critical path time including I/O delays and setup || 15.84 ns
|-
| Highest fanout seen on the critical path || 1
|-
| # diodes || 0
|-
| Total power per unit cell area || 48.47 nW/um^2
|-
| Yosys stat cell total || 74
|-
| Internal power of the cells || 61.74 uW
|-
| Overall via count from detail_route || 701
|-
| NetSw || 24.67 uW
|-
| Final count of pins violating max slew || 0
|-
| Synthesized cell area || 918.4 um^2
|-
| Seq_cells || 0
|-
| Utilization after layout || 28.08%
|-
| Total of max-cap violations || 0
|-
| Resize count post-CTS || 63
|-
| Fraction of power consumed by the clock network || 0%
|-
| Number of distinct standard cells referenced by the synthesized netlist || 3
|-
| Source of the critical timing path || A[0]
|-
| Post-CTS Hold Buffers || 0
|-
| Cell total after placement || 217
|-
| Global routing usage summed across all routing layers || 4.783%
|-
| Area of the die || 10,200 um^2
|-
| Layout cell share with drive strength beyond 1 || 38.57%
|-
| Post-detailed-route count of antenna-violating nets || 0
|-
| Clock buf count || 0
|-
| Most numerous cell on the critical path || sky130_fd_sc_hd__fa_2
|-
| Via/cell ratio || 3.230
|-
| Summed standard-cell area reported by yosys || 918.4 um^2
|-
| Final HPWL from detailed placement || 2601 um
|-
| Result of the run || complete, but fails checks
|-
| Main area contributors after synthesis || sky130_fd_sc_hd__fa_1, sky130_fd_sc_hd__buf_4, sky130_fd_sc_hd__inv_1
|-
| Number of standard cells after synthesis || 74
|-
| Maximum achievable frequency || 0.06312 GHz
|-
| Final Hold Fails || 0
|-
| Unrepaired setup endpoints after global routing || true
|-
| Area of all sequential standard cells || 0 um^2
|-
| Portion of the post-synthesis area used by sequential elements || 0%
|-
| Comb pwr share || 100.0%
|-
| Core utilization at floorplan || 14.46%
|-
| Number of rows in the core area || 29
|-
| Number of buffers inserted by port buffering || 98
|-
| Ranking of synthesized cells by instance count || sky130_fd_sc_hd__buf_4, sky130_fd_sc_hd__fa_1, sky130_fd_sc_hd__inv_1
|-
| Worst Setup Slack, final || -4.743 ns
|-
| 1st-iter DRT viols || 2
|-
| Fraction of power spent switching nets || 28.55%
|-
| Area growth, synth to finish || 94.14%
|-
| Worst Path Class, Setup || in2out
|-
| Detailed-route wire length || 2581 um
|-
| Transition time at the pin with the least slew margin || 0.1148 ns
|-
| Sequential power share || 0%
|-
| Number of fill cells in the layout || 646
|-
| Worst path arrival time || 13.62 ns
|-
| Tally of OpenROAD warnings || 35
|-
| Average instance area after synthesis || 12.41 um^2
|-
| Number of warning messages in the yosys log || 0
|-
| Grt ovf || 0
|-
| Via count of the first global-routing pass || 868
|-
| Pin count of the biggest net entering global routing || 2
|-
| Leakage || 0.0006629 uW
|-
| Antenna violations before repair || 0
|-
| Tightest slew margin relative to the limit || 92.33%
|-
| Gpl congestion || 0.6885
|-
| Area post-placement || 1851 um^2
|-
| Area of the core || 6350 um^2
|-
| Worst VDD drop || 18.62 uV
|-
| Worst min path class || in2out
|-
| Post-route cell area || 1783 um^2
|-
| # DRC || 0
|-
| Endpoint kind of the worst setup timing path || output pin
|-
| Floorplan die height || 101 um
|-
| Data required time at the worst endpoint || 8.88 ns
|-
| Final setup fails || 15
|-
| CP max stage delay || 0.40 ns
|-
| Area leader, netlist || sky130_fd_sc_hd__fa_1
|-
| Non-filler instance count after layout || 217
|-
| Max stage delay cell, worst path || sky130_fd_sc_hd__clkdlybuf4s50_1
|-
| Element type at the critical path start || input port
|-
| I/O pin cnt || 98
|-
| Top area contributor share || 69.75%
|-
| Wire length of the first global-routing pass || 4050 um
|-
| Die width || 101 um
|-
| Failing checks || negative setup slack
|-
| Worst min-delay path startpoint || Cin
|-
| Mean routed wirelength per cell || 11.89 um
|-
| Share of the cycle needed by the critical path after routing || 142.7%
|-
| Pre-Repair DR Iteration Count || 3
|-
| Post-CTS Setup Bufs || 0
|}
[power by group through the flow]
| stage | clock network (uW) | logic, uW | registers [uW] |
|---|---|---|---|
| after CTS | 0 | 90.3 | 0 |
| after global routing | 0 | 99.9 | 0 |
| final | 0 | 86.4 | 0 |
[cell usage in the layout, fill, tap and decap left out]
cell and count:
sky130_fd_sc_hd__clkdlybuf4s50_1 77, sky130_fd_sc_hd__fa_2 31, sky130_fd_sc_hd__buf_2 14, sky130_fd_sc_hd__inv_1 5
sky130_fd_sc_hd__inv_2 3, sky130_fd_sc_hd__dlygate4sd2_1 2, sky130_fd_sc_hd__buf_6 2, sky130_fd_sc_hd__inv_6 1
sky130_fd_sc_hd__inv_12 1, sky130_fd_sc_hd__fa_1 1, sky130_fd_sc_hd__buf_8 1, sky130_fd_sc_hd__dlymetal6s2s_1 1
sky130_fd_sc_hd__clkbuf_2 1
[worst max-delay path: cells and delay by family]
family,cells,cell delay (ns)
adders and majority gates,32,10.70
buffers and inverters,6,0.69
[per-layer routing]
| layer | global-route usage, % | share of wire (%) | up-vias |
|---|---|---|---|
| met5 | 0 | 0 | - |
| met4 | 0 | 0 | 0 |
| met3 | 4.089 | 25 | 0 |
| met2 | 5.504 | 29 | 79 |
| met1 | 6.951 | 45 | 310 |
| li1 | - | - | 312 |
[cell type report]
| cell class | count | area [um^2] | area share [%] |
|---|---|---|---|
| timing repair buffer | 98 | 913.4 | 51.23 |
| multi-input combinational | 32 | 718.2 | 40.28 |
| tap | 77 | 96.34 | 5.404 |
| inverter | 10 | 55.05 | 3.088 |
[stage by stage]
| step | hold WS [ns] | TNS [ns] | power [uW] | setup slack, ns |
|---|---|---|---|---|
| 2_1_floorplan | 4.667 | -34.48 | 51.00 | -4.359 |
| 3_3_place_gp | 5.495 | -53.67 | 100.6 | -5.595 |
| 3_5_place_dp | 5.504 | -53.60 | 101.9 | -5.590 |
| 4_1_cts | 5.183 | -39.89 | 90.30 | -4.795 |
| 5_1_grt | 5.193 | -42.52 | 99.87 | -5.054 |
| 6_report | 5.168 | -39.30 | 86.42 | -4.743 |
[cells by family (layout without fill, tap and decap cells)]
logic type | count (synthesis) | after routing | synth area share, %
buf+inv | 42 | 108 | 30.25
fa+ha+maj | 32 | 32 | 69.75
[path summary, 6_finish.rpt]
check	endpoint	slack, ns	cells after the start
worst min-delay path	S[0]	5.17	5
worst max-delay path	Cout	-4.74	38
Power figures rest on the tool's default switching activity, not on a simulated workload.
