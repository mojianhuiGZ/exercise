==> design/flow/design.v <==
module add_rca_4(a, b, cin, s, cout);
input wire [3:0] a, b;
input wire cin;
output wire [3:0] s;
output wire cout;
wire c1, c2, c3;
fulladder m1(.a(a[0]), .b(b[0]), .cin(cin), .s(s[0]), .cout(c1));
fulladder m2(.a(a[1]), .b(b[1]), .cin(c1),  .s(s[1]), .cout(c2));
fulladder m3(.a(a[2]), .b(b[2]), .cin(c2),  .s(s[2]), .cout(c3));
fulladder m4(.a(a[3]), .b(b[3]), .cin(c3),  .s(s[3]), .cout(cout));
endmodule
module add_rca_8(a, b, cin, s, cout);
input wire [7:0] a, b;
input wire cin;
output wire [7:0] s;
output wire cout;
wire c1;
add_rca_4 m1(a[3:0], b[3:0], cin, s[3:0], c1);
add_rca_4 m2(a[7:4], b[7:4], c1,  s[7:4], cout);
endmodule
module add_rca_32(a, b, cin, s, cout);
input wire [31:0] a, b;
input wire cin;
output wire [31:0] s;
output wire cout;
wire c1, c2, c3;
add_rca_8 m1(a[7:0],   b[7:0],   cin, s[7:0],   c1);
add_rca_8 m2(a[15:8],  b[15:8],  c1,  s[15:8],  c2);
add_rca_8 m3(a[23:16], b[23:16], c2,  s[23:16], c3);
add_rca_8 m4(a[31:24], b[31:24], c3,  s[31:24], cout);
endmodule
module fulladder(a, b, cin, s, cout);
input wire a, b, cin;
output wire s, cout;
wire p, g;
assign p = a ^ b;
assign g = a & b;
assign s = p ^ cin;
assign cout = g | (p & cin);
endmodule
==> design/flow/run.sh <==
#!/bin/bash
# OpenROAD 26Q1-2900-gdf79404cd8, Yosys 0.63+post, stock flow scripts
make -C /OpenROAD-flow-scripts/flow DESIGN_CONFIG=/design/flow/config.mk WORK_HOME=/design/flow/orfs finish
==> design/flow/config.mk <==
export PLATFORM = sky130hd
export DESIGN_NAME = add_rca_32
export DESIGN_NICKNAME = add_rca_32
export VERILOG_FILES = /design/flow/design.v
export SDC_FILE = /design/flow/constraint.sdc
export NUM_CORES = 4
export LEC_CHECK = 1
export CORE_AREA = 10 10 83 83
export DIE_AREA = 0 0 93 93
==> design/flow/constraint.sdc <==
current_design add_rca_32

set clk_period 41.6
set clk_io_pct 0.2

create_clock -name clk0 -period $clk_period

set non_clock_inputs [all_inputs -no_clocks]
set_input_delay [expr $clk_period * $clk_io_pct] -clock clk0 $non_clock_inputs
set_output_delay [expr $clk_period * $clk_io_pct] -clock clk0 [all_outputs]
==> impl_metrics.tcl <==
# place-and-route summary
set metrics [dict create \
    synth_area_per_cell_um2 12.4 \
    layout-area-overhead-vs-synth_pct 90.2 \
    lay_top_count "clkdlybuf4s50_1" \
    via_per_inst 3.40 \
    overflow 0 \
    required_ps 33280 \
    n_sequential_cell 0 \
    dp_hpwl_um 2790 \
    ys_types 3 \
    critPathBufInv 6 \
    antenna_left 0 \
    cp_common_cell "fa_1" \
    routedWlPerCell_um 13.0 \
    yosys.stat.chipArea_um2 918 \
    hold_viol_final 0 \
    drive_above_1_share 0 \
    slowest_stage "clkdlybuf4s50_1" \
    syn_inst 74 \
    final-comb-area_um2 641 \
    mostFrequentLayoutCells "98 x clkdlybuf4s50_1, 32 x fa_1, 10 x inv_1" \
    fmax_mhz 33.3 \
    rows 26 \
    grt_max_degree 2 \
    ys_cells 74 \
    portBuffers 98 \
    cts_hold_buf 0 \
    power.leakage_nw 0.670 \
    ir_drop_mv 0.00508 \
    drt_first_pass_iters 1 \
    worst_path_largest_cell_delay_ps 460 \
    setup_violations 0 \
    syn_area_um2 918 \
    die_h_um 93 \
    gp_congestion 0.739 \
    diodes 0 \
    cap_viol_max_count 0 \
    crit_type "primary input to output pin" \
    grt_pass1_vias 805 \
    chipArea_mm2 0.00865 \
    grt_pass1_wl_um 4180 \
    worstPathArrival_ps 21700 \
    fp_util 0.179 \
    setup_tns_ps 0 \
    ys_seq_share 0 \
    register_area_um2 0 \
    warnings 32 \
    power.total_w 0.0000250 \
    cp_top_family "adder cells" \
    endpoint_kind "output pin" \
    vias 713 \
    post_cts_buffers 0 \
    hp-class "primary input to output pin" \
    first_iter_violations 0 \
    grt_use_total 0.0600 \
    nClkBuffers 0 \
    period_minus_slack_ps 30020 \
    rsz0062_at_grt "false" \
    wl_um 2730 \
    drv_slew 0 \
    fillers 512 \
    antenna_found_initial 0 \
    drc 0 \
    ios 98 \
    outcome "complete, no violations" \
    critPathLaunchType "primary input" \
    tightest_slew_ps 102 \
    powerDensity_mw_per_mm2 14.3 \
    slew_headroom 0.932 \
    die-width_um 93 \
    period_used_share 0.722 \
    fp.coreArea_mm2 0.00514 \
    cp_max_fo 1 \
    yosysWarnings 0 \
    cts_resized 0 \
]
## layer usage
layer / GRT usage / vias to the layer above / wire [µm]
li1: - / 312 / -
met1: 0.0766 / 322 / 1140
met2: 0.0812 / 79 / 993
met3: 0.0509 / 0 / 588
met4: 0 / 0 / 0
met5: 0 / - / 0
## final timing paths
path	cells past startpoint	end	startpoint	slack [ps]
setup / recovery	38	s[31]	a[0]	11580
hold / removal	5	s[0]	cin	17680
## cells by family (layout without fill, tap and decap cells)
group,Yosys count,in the layout,share of synthesized area
buffers and inverters,42,108,0.302
adders and majority gates,32,32,0.698
## cell type report
type | instances | share of cell area
timing repair buffer | 98 | 0.562
multi-input combinational | 32 | 0.367
tap | 70 | 0.0501
inverter | 10 | 0.0215
## power breakdown
part	switching (W)	internal (W)
combinational	0.00000619	0.0000188
sequential	0	0
clock	0	0
total	0.00000619	0.0000188
## stage by stage
step / std cells / utilization / worst slack [ps] / cell area, µm² / hold WS [ps]
final: 210 / 0.340 / 11580 / 1750 / 17680
after global routing: 210 / 0.340 / 11150 / 1750 / 17730
after CTS: 210 / 0.340 / 11470 / 1750 / 17700
after floorplan: 74 / - / 12750 / 918 / 16860
after detailed placement: 210 / 0.340 / 11520 / 1750 / 17700
after global placement: 210 / 0.340 / 11580 / 1750 / 17690
## Yosys cell counts
master | n | area [µm²]
buf_4 | 32 | 240
fa_1 | 32 | 641
inv_1 | 10 | 37.5
Power is estimated from default activity; no workload was simulated.
